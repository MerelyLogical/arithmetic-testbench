`flow/run.sh`:
```
#!/bin/bash
# OpenROAD 26Q1-2900-gdf79404cd8, Yosys 0.63+post, stock flow scripts
make -C /OpenROAD-flow-scripts/flow DESIGN_CONFIG=/design/flow/config.mk WORK_HOME=/design/flow/orfs finish
```
`flow/config.mk`:
```
export PLATFORM = sky130hd
export DESIGN_NAME = monitor
export DESIGN_NICKNAME = monitor
export VERILOG_FILES = /design/flow/design.v
export SDC_FILE = /design/flow/constraint.sdc
export NUM_CORES = 4
export LEC_CHECK = 1
export CORE_UTILIZATION = 30
```
`flow/constraint.sdc`:
```
current_design monitor

set clk_period 10.4
set clk_io_pct 0.2

create_clock -name clk0 -period $clk_period [get_ports {clk}]

set non_clock_inputs [all_inputs -no_clocks]
set_input_delay [expr $clk_period * $clk_io_pct] -clock clk0 $non_clock_inputs
set_output_delay [expr $clk_period * $clk_io_pct] -clock clk0 [all_outputs]
```
`flow/design.v`:
```
module monitor #(
	parameter WIDTH       = 32,
	parameter NUM_SUB_MON = 2
)(
	input clk,
	input reset,
	input  [WIDTH-1:0] i_dut_ia,
	input  [WIDTH-1:0] i_dut_ib,
	input  [WIDTH-1:0] i_dut_os,
	output             o_mon_ready,
	output [WIDTH-1:0] o_diff
);
	reg [NUM_SUB_MON-1:0] dist_ctr;
	reg [NUM_SUB_MON-1:0] dist_ctr_delayed;
	always @(posedge clk) begin
		if (reset) begin
			dist_ctr        [NUM_SUB_MON-1]   <= 1'b1;
			dist_ctr        [NUM_SUB_MON-2:0] <= {(NUM_SUB_MON-1){1'b0}};
			dist_ctr_delayed[NUM_SUB_MON-1:0] <= {NUM_SUB_MON{1'b0}};
		end
		else begin
			dist_ctr              [0] <= dist_ctr[NUM_SUB_MON-1];
			dist_ctr[NUM_SUB_MON-1:1] <= dist_ctr[NUM_SUB_MON-2:0];
			dist_ctr_delayed          <= dist_ctr;
		end
	end
	reg        [WIDTH-1:0] a       [NUM_SUB_MON-1:0];
	reg        [WIDTH-1:0] b       [NUM_SUB_MON-1:0];
	reg        [WIDTH-1:0] o_dut   [NUM_SUB_MON-1:0];
	wire       [WIDTH-1:0] o_mon   [NUM_SUB_MON-1:0];
	wire       [WIDTH-1:0] o_dtm   [NUM_SUB_MON-1:0];
	reg        [WIDTH-1:0] sub_diff[NUM_SUB_MON-1:0];
	reg        [WIDTH-1:0] diff;
	wire [NUM_SUB_MON-1:0] clk_sub;
	wire [NUM_SUB_MON-1:0] mat_diff[WIDTH-1:0];
	reg [1:0] ready_ctr;
	always @(posedge clk) begin
		if (reset)
			ready_ctr <= 2'b00;
		else if (dist_ctr[0])
			case (ready_ctr)
				2'b00:   ready_ctr <= 2'b01;
				2'b01:   ready_ctr <= 2'b10;
				2'b10:   ready_ctr <= 2'b11;
				2'b11:	ready_ctr <= 2'b11;
				default: ready_ctr <= 2'b00;
			endcase
	end
	assign o_mon_ready = &ready_ctr;
	assign o_diff = (&ready_ctr) ? diff : {WIDTH{1'b0}};
	genvar gi, gj;
	generate
	for (gi=0; gi<NUM_SUB_MON; gi=gi+1) begin: gen_sub_mon
		always @(posedge clk)
			if (reset) begin
				a    [gi] <= {WIDTH{1'b0}};
				b    [gi] <= {WIDTH{1'b0}};
				o_dut[gi] <= {WIDTH{1'b0}};
			end
			else if (dist_ctr[gi]) begin
				a    [gi] <= i_dut_ia;
				b    [gi] <= i_dut_ib;
				o_dut[gi] <= i_dut_os;
			end
		always @(posedge clk)
			if (reset)
				sub_diff [gi] <= {WIDTH{1'b0}};
			else if (dist_ctr[gi])
				sub_diff [gi] <= o_dtm[gi] ^ o_mon[gi];
			else
				sub_diff [gi] <= {WIDTH{1'b0}};
		assign clk_sub[gi] = clk && dist_ctr_delayed[gi];
		sub_mon #(
			.WIDTH     ( WIDTH )
		) u_sub_mon (
			.clk       ( clk_sub[gi] ),
			.reset     ( reset    ),
			.i_a       ( a    [gi] ),
			.i_b       ( b    [gi] ),
			.i_dut_o   ( o_dut[gi] ),
			.o_mon_o   ( o_mon[gi] ),
			.o_dtm_o   ( o_dtm[gi] )
		);
	end
	for (gj=0; gj<WIDTH; gj=gj+1) begin: gen_mat_outer
		for (gi=0; gi<NUM_SUB_MON; gi=gi+1) begin: gen_mat_inner
			assign mat_diff[gj][gi] = sub_diff [gi][gj];
		end
	end
	for (gj=0; gj<WIDTH; gj=gj+1) begin: gen_diff
		always @(posedge clk)
			diff[gj] <= |mat_diff[gj];
	end
	endgenerate
endmodule
module sub_mon #(
	parameter WIDTH = 32
)(
	input clk,
	input reset,
	input      [WIDTH-1:0] i_a,
	input      [WIDTH-1:0] i_b,
	input      [WIDTH-1:0] i_dut_o,
	output reg [WIDTH-1:0] o_mon_o,
	output reg [WIDTH-1:0] o_dtm_o
);
	always @(posedge clk)
		if (i_a[0] && i_b[0])
			o_mon_o <= i_b;
		else
			o_mon_o <= i_a + i_b;
	always @(posedge clk)
		o_dtm_o <= i_dut_o;
endmodule
```
==> out/results.ini <==
[final_timing]
rsz0062_at_grt=no
setup_viol_count_final=0
finalHoldViolCount=0
finalSetupTns_ns=0
fin_hold_ws_ns=0.142
drv_slew=0
fin_worst_skew_ns=0.136
max_slew_margin_pct=36.0
worst_pin_slew_ns=0.960

[setup_path]
cpMostUsedCell=dlygate4sd3_1
path_buffers=8
critical_path_required_ns=10.62
r2r_slack_ns=6.32
worstReg2RegEnd=o_dut[0][10]
critPathTopFamily=buffers and inverters
slowest_delay_ns=0.66
r2r-start=dist_ctr[0]
path_max_fanout=41
crit_type=reg2gate
crit_slowest_cell=dfxtp_4
cp-end-kind=clock gate
r2r_cells=7
worstPathCellList=dlygate4sd3_1 -> dlygate4sd3_1 -> dlygate4sd3_1 -> dlygate4sd3_1 -> buf_4 -> dlygate4sd3_1 -> dlygate4sd3_1 -> dlygate4sd3_1
start_kind=register
cp.arrival_ns=5.94

[clock_tree]
clk_pin_slew_worst_paths_ns=0.06
post_cts_buffers=0
tritoncts=done
clock_latency_ns=0.77

[synth]
yosys-top-cells-count=dfxtp_1 (421), nor2_1 (308), mux2i_1 (192)
synth_cell_types=61
yosysTopAreaCell=dfxtp_1
syn_inst=1553
ys_warn_count=10
ys_async_sr_fraction_pct=0
edf_count=0
top_area_share_pct=53.3
flop_cell=dfxtp_1
synth_area_um2=15800
yosysChipArea_um2=15800
yosys_cells=1553
topCellsByArea=dfxtp_1 (53%), mux2i_1 (12%), nor2_1 (7.3%), xnor2_1 (5.0%), ha_1 (4.7%)
ys.flops=421
seq_area_frac_synth_pct=53.3
synth_top_cell_by_count=dfxtp_1
avgSynthCellArea_um2=10.2

[die]
rows=83
chip_area_um2=53700
die_width_um=232
die_h_um=232
core-area_um2=51700
ioPinCount=131
fp_util_pct=30.6

[finish]
drive_above_1_share_pct=8.96
utilization_pct=38.4
area_growth_pct=25.4
final_cell_area_um2=19800
fill_cells=4941

[grt]
grt-ovfl-total=0
grt.total_usage_pct=15.5
grt_first_pass_wirelength_um=61800
grt_max_degree=88
antenna_found_initial=5
grt_pass1_vias=10910

[route]
drtAntennaViolNets=0
wl_per_cell_um=16.4
routed_wl_um=39800
drtPass1Iterations=4
drc=0
first_iter_violations=572
num_antenna_cells=0
via_count=11042
viasPerCell=4.56

[worst_hold_path]
hold_class=reg2gate
hp-start=dist_ctr[0]
hold_depth=8

[run]
max_cap_viol_count=0
warnings=25

[pwr]
internal_power_mw=2.53
combPwrFrac_pct=11.6
power.density_nw_per_um2=170
power.share.clock_pct=45.1
p_sw_mw=0.838
leakage_nw=8.80
power_mw=3.37
p_seq_share_pct=43.3
max-vdd-ir-drop_mv=0.110
switching_share_pct=24.9

[placement]
placed_cell_area_um2=17800
dp_hpwl_um=26400
globalplace.congestion=0.837
io_buffer_count=130

[run_status]
run_status=finished, final reports clean

[final cells by class]
class | instances | area (um2) | share of cell area (%)
Clock buffer | 75 | 1590 | 7.99
Clock inverter | 25 | 288 | 1.45
Inverter | 15 | 56.3 | 0.284
Multi-Input combinational cell | 1046 | 7050 | 35.5
Sequential cell | 421 | 8440 | 42.5
Tap cell | 680 | 851 | 4.29
Timing Repair Buffer | 160 | 1570 | 7.90
[placed cells by master, fill, tap and decap left out, drive strengths merged, types with 5 or more instances in the layout]
cell	n
a21o	27
or2	38
clkbuf	75
a21oi	57
xor2	16
o31ai	12
dlygate4sd3	16
clkinvlp	6
bufinv	5
clkinv	13
nand2b	7
nor3	9
o21a	6
and3	41
buf	15
clkdlybuf4s50	129
and2	12
dfxtp	421
or3	5
inv	16
mux2i	192
ha	60
nand2	56
nor3b	5
nor2	308
nand3	11
nor2b	5
xnor2	90
o21ai	35
[registers in the layout, summed over array words and instances, names as in the netlist]
name,count
dist_ctr_delayed,1
o_dut,64
dist_ctr,2
sub_diff,64
gen_sub_mon.u_sub_mon.o_mon_o,64
gen_sub_mon.u_sub_mon.o_dtm_o,64
diff,32
a,64
b,64
ready_ctr,2
[logic make-up after synthesis]
family | after synthesis | synth area share, %
flip-flops | 421 | 53.3
AND-OR/OR-AND | 182 | 7.58
buffers and inverters | 86 | 2.16
AND/OR/NAND/NOR | 506 | 14.2
multiplexers | 192 | 12.1
XOR/XNOR | 106 | 5.87
adder cells (fa/ha/maj) | 60 | 4.75
[tightest hold or removal path, stage by stage (launching register included)]
cell           delay (ns)
dfxtp_4              0.49
dlygate4sd3_1        0.63
dlygate4sd3_1        0.57
dlygate4sd3_1        0.56
dlygate4sd3_1        0.58
buf_4                0.34
dlygate4sd3_1        0.67
dlygate4sd3_1        0.56
dlygate4sd3_1        0.55
[metrics by stage]
step | cells | setup slack [ns]
4_1_cts | 2422 | 4.53
6_report | 2422 | 4.68
3_5_place_dp | 2306 | 5.74
5_1_grt | 2422 | 4.48
3_3_place_gp | 2306 | 5.78
2_1_floorplan | 1553 | 7.37
[layer usage]
| layer | global-route usage, % | vias up | part of all wire, % |
|---|---|---|---|
| met4 | 4.65 | 8 | 3.3 |
| met3 | 3.92 | 78 | 5.5 |
| li1 | - | 5585 | - |
| met1 | 22.4 | 5141 | 47 |
| met5 | 0.0919 | - | 0.14 |
| met2 | 23.4 | 230 | 44 |
[power by group through the flow]
stage	registers (mW)	logic, mW	clock network, mW
finish	1.46	0.390	1.52
global route	1.47	0.434	1.62
CTS	1.46	0.397	1.57
[how the worst max path moves through the flow]
| stage | from | to | depth (start not counted) |
|---|---|---|---|
| finish | dist_ctr[0] | clock gate | 8 |
| global route | dist_ctr[0] | clock gate | 8 |
| CTS | dist_ctr[0] | clock gate | 8 |
[repair_timing]
| action | 4_1_cts | 5_1_grt |
|---|---|---|
| hold buffers | 16 | 0 |
| endpoints found under the hold margin | 2 | 0 |
| resized | 0 | 0 |
