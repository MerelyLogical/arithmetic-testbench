## ./constraint.sdc

```tcl
current_design driver

set clk_period 3.4
set clk_io_pct 0.2

create_clock -name clk0 -period $clk_period [get_ports {clk_dut}]

set non_clock_inputs [all_inputs -no_clocks]
set_input_delay [expr $clk_period * $clk_io_pct] -clock clk0 $non_clock_inputs
set_output_delay [expr $clk_period * $clk_io_pct] -clock clk0 [all_outputs]
```

## ./run.sh

```bash
#!/bin/bash
# OpenROAD 26Q1-2900-gdf79404cd8, Yosys 0.63+post, stock flow scripts
make -C /OpenROAD-flow-scripts/flow DESIGN_CONFIG=/design/flow/config.mk WORK_HOME=/design/flow/orfs finish
```

## ./config.mk

```make
export PLATFORM = sky130hd
export DESIGN_NAME = driver
export DESIGN_NICKNAME = driver
export VERILOG_FILES = /design/flow/design.v
export SDC_FILE = /design/flow/constraint.sdc
export NUM_CORES = 4
export LEC_CHECK = 1
export CORE_AREA = 10 10 238 238
export DIE_AREA = 0 0 248 248
```

## ./design.v

```verilog
module driver #(
	parameter WIDTH = 32
)(
	input reset,
	input clk_dut,
	input  [WIDTH-1:0] i_rand_a,
	input  [WIDTH-1:0] i_rand_b,
	input  [WIDTH-1:0] i_dut_out,
	output      [31:0] o_dut_delay,
	input              i_fselect,
	input  [WIDTH-1:0] i_fmanual_a,
	input  [WIDTH-1:0] i_fmanual_b,
	input  [WIDTH-1:0] i_fbitset_a,
	input  [WIDTH-1:0] i_fbitset_b,
	input  [WIDTH-1:0] i_fbitclr_a,
	input  [WIDTH-1:0] i_fbitclr_b,
	output [WIDTH-1:0] o_drive_dut_a,
	output [WIDTH-1:0] o_drive_dut_b,
	output [WIDTH-1:0] o_drive_mon_a,
	output [WIDTH-1:0] o_drive_mon_b
);
	localparam K = 4;
	reg [K-1:0] delay_count;
	reg [K-1:0] out_count;
	reg [  3:0] test_state;
	localparam STATE_IDLE  = 4'b0001;
	localparam STATE_READY = 4'b0010;
	localparam STATE_COUNT = 4'b0100;
	localparam STATE_DONE  = 4'b1000;
	always @(posedge clk_dut)
		if (reset)
			test_state <= STATE_IDLE;
		else case (test_state)
			STATE_IDLE : if (~|i_dut_out) test_state <= STATE_READY;
			STATE_READY: if ( &out_count) test_state <= STATE_COUNT;
			STATE_COUNT: if (~|i_dut_out) test_state <= STATE_DONE;
			STATE_DONE :                  test_state <= STATE_DONE;
			default    :                  test_state <= STATE_IDLE;
		endcase
	always @(posedge clk_dut)
		if (reset)
			delay_count <= {K{1'b1}};
		else if(test_state == STATE_COUNT)
			delay_count <= delay_count + 1'b1;
	always @(posedge clk_dut)
		if (reset)
			out_count <= {K{1'b0}};
		else if (test_state == STATE_DONE || i_fselect == 1'b1)
			out_count <= {K{1'b0}};
		else
			out_count <= out_count + 1'b1;
	reg [WIDTH-1:0] a_0;
	reg [WIDTH-1:0] b_0;
	always @(posedge clk_dut)
		if (reset) begin
			a_0 <= {WIDTH{1'b0}};
			b_0 <= {WIDTH{1'b0}};
		end
		else if (&out_count) begin
			a_0 <= {WIDTH{1'b0}};
			b_0 <= {WIDTH{1'b0}};
		end
		else begin
			a_0 <= i_rand_a;
			b_0 <= i_rand_b;
		end
	assign o_dut_delay = (test_state == STATE_DONE) ? delay_count : {32{1'b1}};
	reg [WIDTH-1:0] sa_0;
	reg [WIDTH-1:0] sb_0;
	reg [WIDTH-1:0] fa_0;
	reg [WIDTH-1:0] fb_0;
	always @(posedge clk_dut)
		if (i_fselect == 1'b0) begin
			sa_0 <= a_0 | i_fbitset_a;
			sb_0 <= b_0 | i_fbitset_b;
			fa_0 <= sa_0 & (~i_fbitclr_a);
			fb_0 <= sb_0 & (~i_fbitclr_b);
		end
		else begin
			sa_0 <= i_fmanual_a;
			sb_0 <= i_fmanual_b;
			fa_0 <= sa_0;
			fb_0 <= sb_0;
		end
	reg [WIDTH-1:0] fa_1;
	reg [WIDTH-1:0] fa_2;
	reg [WIDTH-1:0] fb_1;
	reg [WIDTH-1:0] fb_2;
	always @(posedge clk_dut) begin
		fa_1 <= fa_0;
		fa_2 <= fa_1;
		fb_1 <= fb_0;
		fb_2 <= fb_1;
	end
	assign o_drive_dut_a = fa_0;
	assign o_drive_dut_b = fb_0;
	assign o_drive_mon_a = fa_2;
	assign o_drive_mon_b = fb_2;
endmodule
```

==> impl_metrics.toml <==
# yosys + openroad results
[sta]
maxSlewHeadroom = 0.479
period_used_share = 0.818
worst_slew_pin_slew_ns = 0.780
finalSetupViolCount = 0
fin_crit_ns = 2.78
maxSlewViolCount = 0
rsz0062_at_grt = "false"
layout_setup_ws_ns = 0.620
hold_violations = 0
setup-tns-final_ns = 0
max_freq_ghz = 0.360
finClkSkew_ns = 0.0108

[synthesis]
ys_cells = 755
synthesis.instances = 755
yosysUniqueCellTypes = 32
synth-area-yosys_um2 = 8970
synth_flop_count = 332
edf_count = 0
async_flop_share = 0
yosysWarnings = 1
synth_seq_share = 0.741
synth_area_um2 = 8970
avgSynthCellArea_um2 = 11.9
synthFlopType = "dfxtp_1"

[grt]
grt_pass1_vias = 6801
grt_start_max_net_pins = 52
grtUsageTotal = 0.0963
antenna_found_initial = 3
grt_pass1_wl_mm = 43.4
grt_overflow = 0

[setup_path]
cpPeakStageDelay_ns = 0.63
cp_cell_sequence = "inv_1, clkdlybuf4s50_1"
crit_type = "register to primary output"
r2r_slack_ns = 1.88
worstPathRequired_ns = 2.72
cp-end-kind = "primary output"
slowest_stage = "clkdlybuf4s50_1"
arrival_ns = 2.10
worstPathMaxFanout = 29
start_kind = "register"

[clock_tree]
cts_tree = "done"
clock_path_buffers = 3
clock-root-buffer = "clkbuf_16"
cts_resized = 0
post_cts_buffers = 0
cts_buffers = 37
clock_sinks = 332
h-tree-depth = 2
path_clk_slew_ns = 0.06
clk_latency_ns = 0.53
hold_buffers = 0

[cells_and_area]
lay_top_count = "clkdlybuf4s50_1"
n_fill_cell = 5182
areaGrowthSynthToFinish_pct = 70.1
final_cell_mix = "clkdlybuf4s50_1 (449), dfxtp_1 (332), nor2_1 (69)"
drive_above_1_share = 0.0542
finish.utilization = 0.297

[route]
drc_errors = 0
via_count = 6476
wl_met3_mm = 2.95
wl_met2_mm = 14.7
antenna_left = 0
viasPerCell = 3.41
wire_per_inst_um = 16.3
first_pass_iters = 4
met1Wirelength_mm = 12.6
drt_iter0_drc = 277
routed.top_layer = "met4"
wl_mm = 31.0

[pwr]
p_seq_frac = 0.475
power_leakage_nw = 5.91
p_per_area_nw_per_um2 = 595
p_comb_frac = 0.088
p_sw_mw = 1.88
switching_share = 0.208
p_int_mw = 7.18
vdd_drop_max_uv = 326
pwr-share-clk = 0.437

[placed_design]
io_buffers = 450
place.detailed.hpwl_mm = 24.0
gp_congestion = 0.813
pre_cts_slack_ns = 1.06

[status]
outcome = "finished, final reports clean"

[floorplan]
die_area_um2 = 61500
die_width_um = 248
rows = 83
initial_core_util = 0.174
core_um2 = 51400
die_y_um = 248
pin_count = 451

[run]
cap_violations = 0
log.warning_count = 25

[min_path]
worstHoldPathType = "register to register"
Yosys cell counts (all sizes together) (2+ instances only):
| cell type | instances | share of area |
|---|---|---|
| dfxtp | 332 | 0.74 |
| nor2 | 70 | 0.030 |
| a21boi | 64 | 0.054 |
| and2 | 64 | 0.045 |
| nand2 | 64 | 0.027 |
| o21ai | 64 | 0.036 |
| buf | 35 | 0.027 |
| clkbuf | 19 | 0.0080 |
| nand2b | 8 | 0.0056 |
| nor4 | 8 | 0.0063 |
| inv | 4 | 0.0017 |
| nand4 | 3 | 0.0021 |
| and3 | 2 | 0.0014 |
| ha | 2 | 0.0028 |
| nand3 | 2 | 0.0011 |
| o22ai | 2 | 0.0014 |
| xnor2 | 2 | 0.0020 |
| xor2 | 2 | 0.0020 |
power by group through the flow:
stage         Combinational [mW]  Clock [mW]  Sequential (mW)
CTS                        0.819        4.13             4.31
global route               0.866        4.28             4.34
finish                     0.797        3.96             4.31
cell families after synthesis:
| family | count (synthesis) | synth area share |
|---|---|---|
| flops | 332 | 0.741 |
| simple gates | 224 | 0.120 |
| compound gates | 135 | 0.0957 |
| buf+inv | 58 | 0.0361 |
| xor+xnor | 4 | 0.00391 |
| fa+ha+maj | 2 | 0.00279 |
sequential cells by signal (all words and copies together) (netlist names):
register and flops:
a_0 32, b_0 32, delay_count 4, fa_0 32
fa_1 32, fa_2 32, fb_0 32, fb_1 32
fb_2 32, out_count 4, sa_0 32, sb_0 32
test_state 4
metrics by stage:
stage | hold WS (ns) | cell area (µm²) | cells | total power [mW]
after floorplan | 0.310 | 8970 | 755 | 4.47
after global placement | 0.310 | 14000 | 1836 | 5.20
after detailed placement | 0.312 | 14000 | 1836 | 5.21
after CTS | 0.321 | 15200 | 1898 | 9.26
after global routing | 0.322 | 15200 | 1900 | 9.49
final | 0.321 | 15200 | 1900 | 9.07
metal layers:
layer / track usage / up-vias
li1: - / 3308
met1: 0.120 / 2875
met2: 0.155 / 251
met3: 0.0372 / 42
met4: 0.0242 / 0
met5: 0 / -
layout make-up:
type	instances	area (µm²)	area share
Multi-Input combinational cell	365	2000	0.131
Tap cell	680	851	0.0558
Clock inverter	15	191	0.0126
Sequential cell	332	6650	0.436
Antenna cell	2	5.00	0.000328
Clock buffer	47	1000	0.0658
Inverter	4	15.0	0.000985
Timing Repair Buffer	455	4540	0.298
path summary, 6_finish.rpt:
check,cells past startpoint,end,from
worst max-delay path,2,o_dut_delay[12],test_state[1]
worst min-delay path,0,fb_2[29],fb_1[29]
worst max register to register,5,a_0[28],out_count[0]
worst min register to register,0,fb_2[29],fb_1[29]
critical path: cells and delay by family, from the launching register on:
kind                   cells  cell delay (ns)
DFF                        1             0.35
buffers and inverters      2             1.21
Power is estimated from default activity; no workload was simulated.
